[design/flow/design.v]
`timescale 10ns / 1ps
module ModAdd(
	input [32-1:0] in_1,
	input [32-1:0] in_2,
	input [32-1:0] modulus,
	output logic [32-1:0] out
);
logic [32:0] ans;
logic [32:0] ans_tmp;
always_comb begin
	ans = in_1 + in_2;
	ans_tmp = ans - modulus;
	out = (ans >= modulus) ? ans_tmp : ans;
end
endmodule
module ModSub(
	input [32-1:0] in_1,
	input [32-1:0] in_2,
	input [32-1:0] modulus,
	output logic [32-1:0] out
);
logic signed [32:0] ans;
logic signed [32:0] ans_tmp;
always_comb begin
	ans = in_1 - in_2;
	ans_tmp = ans + modulus;
	out = (ans[32] == 1'b1) ? ans_tmp : ans;
end
endmodule
module barrett_reduction 
#(
    parameter DATA_WIDTH = 32,  
    parameter DOUBLE_DATA_WIDTH = 2 * DATA_WIDTH, 
    parameter alpha = DATA_WIDTH + 1, 
    parameter beta = -2,
    parameter RS_FRI = DATA_WIDTH + beta, 
    parameter RS_SEC = alpha - beta, 
    parameter pre_computing_width = DATA_WIDTH + 3, 
    parameter DATA_FRI_RS_WIDTH = DOUBLE_DATA_WIDTH - RS_FRI, 
    parameter DATA_MULT_PRE_WIDTH = DATA_FRI_RS_WIDTH + pre_computing_width, 
    parameter precompute  = 11'd514
)
(
    input [DATA_WIDTH-1:0] a,
    input [DATA_WIDTH-1:0] b,
    input [DATA_WIDTH-1:0] modulus,
    input clk,
    input rst,
    output logic [DATA_WIDTH-1:0] result
);
    logic [DOUBLE_DATA_WIDTH-1:0] a_mul_b; 
    logic [DATA_FRI_RS_WIDTH-1:0] a_mul_b_RS; 
    logic [DATA_MULT_PRE_WIDTH-1:0] a_mul_b_RS_mul_precompute; 
    logic [DATA_WIDTH:0] Q;
    logic [DOUBLE_DATA_WIDTH-1:0] QM;
    logic [DATA_WIDTH:0] C_Minus_QM;
    logic [DATA_WIDTH:0] C_Minus_QM_1;
    logic [DATA_WIDTH-1:0]C_Minus_QM_MUX;
    always_comb begin
        a_mul_b = a*b;
        a_mul_b_RS = a_mul_b >> RS_FRI;
        a_mul_b_RS_mul_precompute = a_mul_b_RS * precompute;
        Q = a_mul_b_RS_mul_precompute >> RS_SEC;
        QM = Q * modulus;
        C_Minus_QM = a_mul_b - QM;
        C_Minus_QM_1 = C_Minus_QM - modulus;
        C_Minus_QM_MUX   = ((C_Minus_QM_1[DATA_WIDTH] == 1'b1)) ? C_Minus_QM : C_Minus_QM_1; 
    end
    always_ff @( posedge clk or posedge rst ) begin
        if (rst) begin
            result <= 'd0;
        end else begin
            result <= C_Minus_QM_MUX;
        end
    end
endmodule
module BU2_FFT (
    input [32-1:0] in1,
    input [32-1:0] in2,
    input [32-1:0] twiddle,
    input [32-1:0] modulus,
    input rst,
    input clk,
    output logic BU_valid,
    output logic [32-1:0] fft_a,
    output logic [32-1:0] fft_b,
    output logic [32-1:0] twiddle_BU_out,
    output logic [32-1:0] modulus_BU_out
);
    logic [32-1:0] add1_out;
    logic [32-1:0] sub1_out;
    logic [32-1:0] fft_a_pip1;
    logic [32-1:0] fft_b_pip1;
    logic [32-1:0] fft_a_pip2;
    logic [32-1:0] fft_b_pip2;
    logic [32-1:0] fft_a_pip3;
    logic [32-1:0] modulus_pip1;
    logic [32-1:0] modulus_pip2;
    logic [32-1:0] twiddle_pip1;
    logic [32-1:0] twiddle_pip2;
    logic [32-1:0] barrett_result;
    logic [32-1:0] barrett_modulus;
    logic [2:0] cnt;
    ModAdd add1(
        .in_1(in1),
        .in_2(in2),
        .modulus(modulus),
        .out(add1_out)
    );
    ModSub sub1(
        .in_1(in1),
        .in_2(in2),
        .modulus(modulus),
        .out(sub1_out)
    );
    barrett_reduction #(.pre_computing_width(32+3) , 
                        .precompute(35'd11453246119))
    barrett_reduction(
        .a(fft_b_pip1),
        .b(twiddle_pip1),
        .modulus(modulus_pip1),
        .clk(clk),
        .rst(rst),
        .result(barrett_result)
    );
    always_ff @( posedge clk or posedge rst ) begin
        if(rst) begin
            cnt <= 'd0;
        end else begin
            if (cnt == 'd4) begin
                cnt <= cnt;
            end else begin
                cnt <= cnt + 'd1;
            end
        end
    end
    assign BU_valid = (cnt == 'd4) ? 'd1 : 'd0;
    always_ff @( posedge clk or posedge rst ) begin
        if (rst) begin
            fft_a_pip1 <= 'd0;
            fft_b_pip1 <= 'd0;
            modulus_pip1 <= 'd0;
            twiddle_pip1 <= 'd0;
        end else begin
            fft_a_pip1 <= add1_out;
            fft_b_pip1 <= sub1_out;
            modulus_pip1 <= modulus;
            twiddle_pip1 <= twiddle;
        end
    end
    always_ff@(posedge clk or posedge rst) begin
        if(rst) begin
            fft_a_pip2 <= 'd0;
        end else begin
            fft_a_pip2 <= fft_a_pip1;
        end
    end
    always_ff @( posedge clk or posedge rst ) begin
       if (rst) begin
           fft_a_pip3 <= 'd0;
           fft_b_pip2 <= 'd0;
           modulus_pip2 <= 'd0;
           twiddle_pip2 <= 'd0;
       end else begin
           fft_a_pip3 <= fft_a_pip2;
           fft_b_pip2 <= barrett_result;
           modulus_pip2 <= modulus_pip1;
           twiddle_pip2 <= twiddle_pip1;
       end
    end
    always_ff @( posedge clk or posedge rst ) begin
        if (rst) begin
            fft_a <= 'd0;
            fft_b <= 'd0;
            modulus_BU_out <= 'd0;
            twiddle_BU_out <= 'd0;
        end else begin
            fft_a <= fft_a_pip3;
            fft_b <= fft_b_pip2;
            modulus_BU_out <= modulus_pip2;
            twiddle_BU_out <= twiddle_pip2;
        end
    end
endmodule
[design/flow/run.sh]
#!/bin/bash
# OpenROAD 26Q1-2900-gdf79404cd8, Yosys 0.63+post, stock flow scripts
make -C /OpenROAD-flow-scripts/flow DESIGN_CONFIG=/design/flow/config.mk WORK_HOME=/design/flow/orfs finish
[design/flow/config.mk]
export PLATFORM = sky130hd
export DESIGN_NAME = BU2_FFT
export DESIGN_NICKNAME = BU2_FFT
export VERILOG_FILES = /design/flow/design.v
export SDC_FILE = /design/flow/constraint.sdc
export NUM_CORES = 4
export LEC_CHECK = 1
export CORE_UTILIZATION = 30
[design/flow/constraint.sdc]
current_design BU2_FFT

set clk_period 64.5
set clk_io_pct 0.2

create_clock -name clk0 -period $clk_period [get_ports {clk}]

set non_clock_inputs [all_inputs -no_clocks]
set_input_delay [expr $clk_period * $clk_io_pct] -clock clk0 $non_clock_inputs
set_output_delay [expr $clk_period * $clk_io_pct] -clock clk0 [all_outputs]
==> ci_impl_report.md <==
## PnR job results

| Metric | Value |
|---|---|
| Overall fraction of global-route tracks in use | `0.1845` |
| Unrepaired setup endpoints after global routing | `no` |
| Seq/Total Area, Yosys | `0.1268` |
| Share of the synthesized area in the top cell type | `0.4088` |
| Pre-placement core utilization | `0.3023` |
| Async S/R FF share, synth | `1.000` |
| Via count | `60360` |
| Min-Delay Startpoint | `fft_a_pip1[11]` |
| Post-synthesis adder-cell area fraction | `0.5489` |
| Biggest fanout along the worst timing path | `58` |
| Area post-placement | `0.09703 mm²` |
| Maximum clock rate | `37.69 MHz` |
| Yosys cell count | `9220` |
| Cell repeated most along the worst path | `fa_1` |
| Post-cts hold-fix buffer tally | `0` |
| Pre-antenna DRT Iters | `6` |
| Maximum number of pins on one net before global-route repair | `126` |
| Arrival @ worst endpoint | `27.12 ns` |
| Worst rel slew slack | `0.3466` |
| Final hold violation count | `0` |
| Number of DRC markers after the initial detailed-route iteration | `2719` |
| Share of synthesized cell area in and, or, nand and nor gates | `0.1198` |
| Full die area | `0.2990 mm²` |
| Clock transition at the register clock pins on the worst setup and hold paths after CTS | `0.07 ns` |
| Maximum number of buffers from clock root to sink | `3` |
| Logic family by area | `adder cells` |
| Count of buffers inserted at the top-level ports | `258` |
| Synth-to-layout area growth | `11.20%` |
| CTS tree | `done` |
| Top cells by count, synth | `inv_1 (2397), fa_1 (1818), ha_1 (997)` |
| Class of the tightest hold or removal check | `reg2reg` |
| Post-synthesis average cell area | `9.657 µm²` |
| Post-route cell area | `0.09901 mm²` |
| Setup skew after layout | `0.03650 ns` |
| YS chip area | `0.08904 mm²` |
| Proportion of layout cells with a drive suffix above 1 | `0.04164` |
| Cell type with the largest total area after synthesis | `fa_1` |
| CP required | `65.09 ns` |
| Compound-Gate Fraction of Synth Area | `0.05126` |
| Number of warning messages in the yosys log | `4` |
| Number of maximum-capacitance violations | `0` |
| Tool warnings | `64` |
| Level count of the clock H-tree | `2` |
| Post-cts resize count | `0` |
| Drc violations | `0` |
| Global placer's final weighted congestion | `1.007` |
| Row Count | `199` |
| Number of setup violations in the final report | `0` |
| Root buffer cell | `clkbuf_16` |
| Slowest cell on crit path | `a2111oi_0` |
| Clock sink total | `451` |
| Insertion delay at the late pin of the worst-skew pair | `0.70 ns` |
| Slew at the pin with the worst max-slew slack | `0.9767 ns` |
| Number of flops mapped to enable cells by yosys | `0` |
| Setup Crit Path Kind | `reg2reg` |
| Final period util | `0.4113` |
| Slowest cell delay on critical path | `0.71 ns` |
| Run status | `completed` |
| Post-detailed-placement half-perimeter wirelength | `212200 µm` |
| Via density per instance | `4.508` |
| Inserted Clock Buffers | `55` |
| Setup Buffers After CTS | `0` |
| Post-Synthesis Cells | `9220` |
| Critical path origin | `fft_b_pip1[13]` |
| Wire length of the first global-routing pass | `395400 µm` |
| Most common cell in the netlist | `inv_1` |
| Final slew viol count | `0` |
| Kind of capture point of the worst setup path | `flop` |
| Post-synth regs | `451` |
| Final wirelength | `254700 µm` |
| Via count of the first global-routing pass | `64890` |
| Post-synth cell types | `83` |
| Gr ovfl total | `0` |
| Total negative slack for setup checks | `0 ns` |
| Y dimension of the die | `546.8 µm` |
| Startpoint types | `flop` |
| Number of antenna violations at the first check in global routing | `6` |
| Number of placed instances with taps included | `13280` |
| Time the final worst path needs with I/O delays and setup | `26.53 ns` |
| Detailed-route wire length per cell | `19.02 µm` |
| Multiplexer share | `0.005621` |
| Xor/xnor cell area share of the yosys netlist | `0.03288` |
| Number of ports placed on the die boundary | `259` |
| Leading register cell type out of synthesis | `dfrtp_1` |
| Largest cells by area after synthesis | `fa_1 (41%), ha_1 (14%), dfrtp_1 (13%)` |
| Worst reg2reg startpoint | `fft_b_pip1[13]` |
| Core area | `0.2946 mm²` |
| Final ANT Viol Nets | `0` |
| Horiz. Die Dim | `546.8 µm` |
| Summed instance area of the synthesized netlist | `0.08904 mm²` |
| Post-layout instance count excluding filler cells | `13390` |
-- layout by cell type, fill, tap and decap left out, types with 55 or more instances in the layout --
cell type / instances
and2_1: 809
a21oi_1: 244
nor3_1: 62
inv_1: 2396
xnor2_1: 202
nor2_1: 188
o21ai_0: 133
ha_1: 997
buf_4: 203
nand2_1: 911
clkbuf_16: 55
fa_1: 1818
clkdlybuf4s50_1: 258
dfrtp_1: 450
a21o_1: 93
xor2_1: 80
-- critical path, delay by kind of cell (launching register included) --
family	cells	cell delay, ns
DFF	1	0.60
and+or+nand+nor	11	1.93
buffers and inverters	15	2.05
AOI/OAI and AO/OA	32	7.36
adders and majority gates	28	12.42
xor gates and xnor gates	6	1.38
muxes	2	0.48
-- cell families after synthesis --
family | after synthesis
AND-OR/OR-AND | 718
XOR/XNOR | 313
adder cells (fa/ha/maj) | 2815
buffers and inverters | 2720
flip-flops | 451
multiplexers | 44
AND/OR/NAND/NOR | 2159
-- per-layer routing --
layer	share of wire	GRT usage	routed length, µm	vias up
li1	-	-	-	27720
met3	0.091	0.07001	23090	352
met1	0.39	0.2342	98180	30320
met5	0.00031	0.001266	78	-
met2	0.46	0.2848	118000	1954
met4	0.060	0.08286	15410	6
-- worst paths after layout --
kind                       slack [ns]  cells past startpoint                          end
max                             37.97                     94  barrett_reduction.result[1]
min                              0.33                      0               fft_a_pip2[11]
max reg2reg                     37.97                     94  barrett_reduction.result[1]
min reg2reg                      0.33                      0               fft_a_pip2[11]
max in group asynchronous       50.03                      4           twiddle_BU_out[23]
min in group asynchronous       12.70                      2                       cnt[2]
-- state kept, by name (all words and copies together) (netlist names) --
signal / flops
fft_a_pip1: 32
fft_b_pip1: 32
twiddle_BU_out: 32
fft_a_pip2: 32
fft_b: 32
modulus_pip2: 32
fft_a_pip3: 32
cnt: 3
fft_a: 32
modulus_BU_out: 32
barrett_reduction.result: 32
twiddle_pip1: 32
twiddle_pip2: 32
modulus_pip1: 32
fft_b_pip2: 32
-- metrics by stage --
step	worst slack, ns	hold slack (ns)	util
4_1_cts	37.91	0.3239	0.3361
5_1_grt	36.32	0.3356	0.3361
3_5_place_dp	37.98	0.3347	0.3294
6_report	37.97	0.3344	0.3361
3_3_place_gp	38.17	0.3310	0.3294
2_1_floorplan	39.03	0.3312	-
-- cell type report --
class	count	area, µm²
fill	29920	195500
multi-input combinational	6049	67690
sequential	451	11290
inverter	2397	9005
tap	3919	4903
timing repair buffer	463	4146
clock buffer	62	1443
clock inverter	41	528.0
antenna	6	15.01
